$ cat /design/flow/config.mk
export PLATFORM = sky130hd
export DESIGN_NAME = divider
export DESIGN_NICKNAME = divider
export VERILOG_FILES = /design/flow/design.v
export SDC_FILE = /design/flow/constraint.sdc
export NUM_CORES = 4
export LEC_CHECK = 1
export CORE_AREA = 10 10 113 113
export DIE_AREA = 0 0 123 123
$ cat /design/flow/constraint.sdc
current_design divider

set clk_period 2.5
set clk_io_pct 0.2

create_clock -name clk0 -period $clk_period [get_ports {in}]

set non_clock_inputs [all_inputs -no_clocks]
set_input_delay [expr $clk_period * $clk_io_pct] -clock clk0 $non_clock_inputs
set_output_delay [expr $clk_period * $clk_io_pct] -clock clk0 [all_outputs]
$ cat /design/flow/design.v
module divider(in, out, N, reset);
	input in;				 
	input [6-1:0] N;	 
	input reset;			 
	output out;				 
	wire out_odd;			 
	wire out_even;			 
	wire not_zero;			 
	wire enable_even;		 
	wire enable_odd;		 
	assign not_zero = | N[6-1:1];
	assign out = (out_odd & N[0] & not_zero) | (out_even & !N[0]);
	assign enable_odd = N[0] & not_zero;
	assign enable_even = !N[0];
	even even_0(in, out_even, N, reset, not_zero, enable_even);
	odd odd_0(in, out_odd, N, reset, enable_odd);
endmodule  
module even(clk, out, N, reset, not_zero, enable);
	input clk;				 
	output out;				 
	input [6-1:0] N;	 
	input reset;			 
	input not_zero;			 
	input enable;			 
	reg [6-1:0] counter;
	reg out_counter;
	wire [6-1:0] div_2;
	assign out = (clk & !not_zero) | (out_counter & not_zero);
	assign div_2 = {1'b0, N[6-1:1]};
	always @(posedge reset or posedge clk)
	begin
		if(reset)						 
		begin
			counter <= 1;
			out_counter <= 1;
		end
		else if(enable)					 
		begin
			if(counter == 1)			 
			begin						 
				counter <= div_2;
				out_counter <= ~out_counter;
			end
			else
			begin						 
				counter <= counter-1;	 
			end
		end
	end
endmodule  
module odd(clk, out, N, reset, enable);
	input clk;					 
	output out;					 
	input [6-1:0] N;		 
	input reset;				 
	input enable;				 
	reg [6-1:0] counter;	 
	reg [6-1:0] counter2;	 
	reg out_counter;			 
	reg out_counter2;			 
	reg rst_pulse;				 
	reg [6-1:0] old_N;		 
	wire not_zero;				 
	assign out = out_counter2 ^ out_counter;	 
	always @(posedge clk)
	begin
		if(reset | rst_pulse)
		begin
			counter <= N;
			out_counter <= 1;
		end
		else if (enable)
		begin
			if(counter == 1)
			begin
				counter <= N;
				out_counter <= ~out_counter;
			end
			else
			begin
				counter <= counter - 1'b1;
			end
		end
	end
	reg [6-1:0] initial_begin;		 
	wire [6:0] interm_3;			 
	assign interm_3 = {1'b0,N} + 2'b11;		 
	always @(negedge clk)
	begin
		if(reset | rst_pulse)						 
		begin										 
			counter2 <= N;
			initial_begin <= interm_3[6:1];
			out_counter2 <= 1;
		end
		else if(initial_begin <= 1 && enable)		 
		begin										 
			if(counter2 == 1)
			begin
				counter2 <= N;
				out_counter2 <= ~out_counter2;
			end
			else
			begin
				counter2 <= counter2 - 1'b1;
			end
		end
		else if(enable)
		begin
			initial_begin <= initial_begin - 1'b1;
		end
	end
	always @(posedge clk or posedge reset)
	begin
		if(reset)
		begin
			rst_pulse <= 0;
		end
		else if(enable)
		begin
			if(N != old_N)		 
			begin
				rst_pulse <= 1;
			end
			else
			begin
				rst_pulse <= 0;
			end
		end
	end
	always @(posedge clk)
	begin
		old_N <= N;	 
	end				 
endmodule  
$ cat /design/flow/run.sh
#!/bin/bash
# OpenROAD 26Q1-2900-gdf79404cd8, Yosys 0.63+post, stock flow scripts
make -C /OpenROAD-flow-scripts/flow DESIGN_CONFIG=/design/flow/config.mk WORK_HOME=/design/flow/orfs finish
==> results_slide.txt <==
Physical Implementation Snapshot

Timing
  – Worst slew pin tran: 0.601 ns
  – Relative slew slack: 59.6%
  – Final setup viols: 14
  – Min Hold Slack: approximately 0.34 ns
  – RSZ-0062 raised after global routing: yes
  – Slew Limit Fails: 0
  – Final WS setup: -0.535 ns
  – Hold Fails Final Rpt: 0
  – Final clock skew: 0.0815 ns

Worst setup path
  – CP Capture Type: output pin
  – R2r startpoint: odd_0.rst_pulse
  – Worst Path Required: 2.00 ns
  – Critical path peak fanout: 2
  – Crit path launch type: flip-flop
  – Worst path slowest cell: dfxtp_2
  – Worst reg2reg setup slack: 0.06 ns
  – Worst path max stage delay: 0.34 ns
  – Setup Crit Path Kind: flip-flop to output pin
  – Worst reg-to-reg path cell count: 4
  – Worst r2r dst: odd_0.counter2[3]
  – Critical-path cell list: xor2_2 > nand2_1 > o22ai_2 > buf_2
  – Worst endpoint data arrival time: 2.54 ns

GRT
  – GRT Resource Usage Total: 5.18%
  – Pin count of the biggest net entering global routing: 13
  – Initial antenna violation count: 0
  – Aggregate global routing overflow: 0
  – Vias in the first global route: 1,509
  – First-pass GRT wire length: 6490 um

Route
  – Vias: 1,500
  – WL/cell: 10.2 um
  – Vias per cell: 3.94
  – Drt total wl: 3900 um
  – Pre-Repair DR Iteration Count: 4
  – Routed Antenna Nets: 0
  – Remaining DRCs: 0
  – Ant diodes: 0
  – Initial DRC Count: about 77

Yosys
  – Chip Area, Yosys: 1910 um^2
  – Yosys warning count: 2
  – Synth flops: 34
  – Distinct lib cells: 33
  – Syn Inst Count: 199
  – Post-synth seq share: approximately 47%
  – Ys cells: 199
  – Syn Area/Cell: 9.59 um^2
  – Area of the mapped netlist: around 1900 um^2

Power
  – Pleak: 1.09 nW
  – Internal power: approximately 1.3 mW
  – Net Sw Frac: 31.4%
  – Comb power frac: 22.6%
  – Net Sw Power: 571 uW
  – Clock share of power: around a third
  – PwrDens: 702 nW/um^2
  – Worst vdd ir: 0.000559 V
  – Seq pwr share: 44.4%
  – Tot Pwr: 1.82 mW

Clocking
  – Worst skew pair latency: 0.47 ns
  – CTS tree: yes
  – Clk slew on worst S/H paths: approximately 0.080 ns

Die
  – # rows: 37
  – Die Area: ~15,000 um^2
  – I/O pin cnt: 9
  – Chip Width: 123 um
  – Floorplan core density: 18.5%
  – Die height: between 100 and 150 um
  – Total core area: 10,300 um^2

Final layout
  – Area grow syn2layout: 35.9%
  – Reg area: 905 um^2
  – Fraction of layout instances using a drive strength above 1: 25.7%
  – # fillers: 1,072
  – Combinational Area: 1020 um^2

Placed design
  – Port buffer count: 8
  – GP Congestion: 0.861
  – Pre-CTS WS: -0.890 ns
  – Dpl hpwl: 2750 um

Outcome
  – Status: finished with violations
  – Failing checks: negative setup slack

Min path
  – Tightest Hold Check Type: input port to async pin

Flow run
  – Max cap viols: 0
  – Tool warnings: 35
[metal layers]
| layer | routed length, um | GRT usage [%] | up-vias |
|---|---|---|---|
| met5 | 0 | 0 | - |
| met3 | 144 | 1.67 | 6 |
| met2 | 1710 | 7.76 | 23 |
| met4 | 59 | 1.02 | 0 |
| met1 | 1980 | 7.29 | 689 |
| li1 | - | - | 782 |
[final cells by class]
type | count | area share [%]
inverters | 13 | 1.98
clock inverters | 15 | 2.22
repair buffers | 32 | 10.3
multi-input cells | 141 | 39.5
flip-flops and latches | 34 | 34.9
well taps | 136 | 6.56
clock buffers | 10 | 4.58
[synth_stat cells]
master / count / area share [%]
a21oi_1: 8 / 2.1
nor3b_1: 1 / 0.39
a21o_1: 3 / 1.2
or4_1: 3 / 1.2
o22ai_1: 1 / 0.33
nand2_1: 19 / 3.7
xnor2_1: 8 / 3.7
or3_1: 1 / 0.33
o31ai_1: 1 / 0.39
nand2b_1: 2 / 0.66
a31oi_1: 3 / 0.98
o41ai_1: 1 / 0.46
o21ai_2: 1 / 0.46
o311a_1: 1 / 0.52
edfxtp_1: 18 / 28
nor3_1: 7 / 1.8
nand4_1: 1 / 0.33
nor2_1: 18 / 3.5
o2111ai_1: 1 / 0.46
o21ai_0: 17 / 4.5
mux2_2: 2 / 1.2
dfxtp_1: 8 / 8.4
xor2_1: 15 / 6.9
nor4_1: 4 / 1.3
ha_1: 9 / 5.9
dfrtp_1: 6 / 7.9
clkbuf_1: 11 / 2.2
mux2i_1: 5 / 2.6
or2_2: 1 / 0.33
or3_4: 2 / 1.2
inv_1: 14 / 2.8
dfstp_2: 2 / 2.8
nand3_1: 5 / 1.3
[metrics by stage]
step                cells  utilization [%]  cell area, um^2  TNS, ns
floorplan             199                -             2050    -9.17
global placement      352             22.6             2330   -19.10
detailed placement    352             22.6             2330   -19.20
CTS                   380             24.7             2550    -1.43
global route          381             25.1             2590    -1.91
finish                381             25.1             2590    -1.45
[power by group through the flow]
stage	clock network [mW]	registers, mW	logic, mW
after CTS	0.612	0.808	0.407
final	0.602	0.808	0.411
after global routing	0.668	0.825	0.463
[worst max-delay path by stage]
stage / from / endpoint / slack [ns] / cells after the start
CTS: odd_0.out_counter2 / out / -0.59 / 4
global route: odd_0.out_counter2 / out / -0.64 / 4
finish: odd_0.out_counter2 / out / -0.54 / 4
[sequential cells by signal (all words and copies together), names as in the netlist]
signal and count:
even_0.counter 6, odd_0.old_N 6, even_0.out_counter 1, odd_0.initial_begin 6, odd_0.out_counter 1, odd_0.out_counter2 1
odd_0.counter 6, odd_0.counter2 6, odd_0.rst_pulse 1
[cell families (layout without fill, tap and decap cells)]
group	count (synthesis)	after routing	synth area share, %
flops	34	34	47.3
compound gates	37	38	11.3
mux	7	7	3.80
xor+xnor	23	23	10.6
simple gates	64	64	16.1
fa+ha+maj	9	9	5.90
buf+inv	25	70	4.92
[placed cells by master (no fill, tap or decap), types with 3 or more instances in the layout]
cell,instances
a21oi_1,7
a31oi_1,3
buf_4,21
buf_6,6
clkbuf_8,8
dfrtp_1,6
dfxtp_1,7
dlygate4sd2_1,3
edfxtp_1,18
ha_1,8
inv_1,25
mux2i_1,5
nand2_1,19
nand3_1,4
nor2_1,16
nor3_1,7
nor4_1,4
o21ai_0,7
o21ai_1,8
o21ai_4,3
xnor2_1,8
xor2_1,14
[worst max-delay path, delay by kind of cell (launching register included)]
kind                   cells  cell delay, ns
buffers and inverters      1            0.12
flip-flops                 1            0.34
AND/OR/NAND/NOR            1            0.08
AND-OR/OR-AND              1            0.13
XOR/XNOR                   1            0.15
[timing repair]
action / in CTS / in global routing
endpoints found under the setup margin: 26 / 16
setup buffers: 4 / 1
hold buffers: 0 / 0
pin swaps: 7 / 5
gates resized: 29 / 7
cloned: 1 / 0
Power is estimated from default activity; no workload was simulated.
